==> design/flow/constraint.sdc <==
current_design mux_8_1

set clk_period 1.9
set clk_io_pct 0.2

create_clock -name clk0 -period $clk_period

set non_clock_inputs [all_inputs -no_clocks]
set_input_delay [expr $clk_period * $clk_io_pct] -clock clk0 $non_clock_inputs
set_output_delay [expr $clk_period * $clk_io_pct] -clock clk0 [all_outputs]
==> design/flow/run.sh <==
#!/bin/bash
# OpenROAD 26Q1-2900-gdf79404cd8, Yosys 0.63+post, stock flow scripts
make -C /OpenROAD-flow-scripts/flow DESIGN_CONFIG=/design/flow/config.mk WORK_HOME=/design/flow/orfs finish
==> design/flow/config.mk <==
export PLATFORM = sky130hd
export DESIGN_NAME = mux_8_1
export DESIGN_NICKNAME = mux_8_1
export VERILOG_FILES = /design/flow/design.v
export SDC_FILE = /design/flow/constraint.sdc
export NUM_CORES = 4
export LEC_CHECK = 1
export CORE_AREA = 10 10 127 127
export DIE_AREA = 0 0 137 137
==> design/flow/design.v <==
module mux_2_1 #(parameter bus_size = 32) (
	input  select,
	input  [bus_size-1:0] a,
	input  [bus_size-1:0] b,
	output [bus_size-1:0] out);
	assign out = select ? a : b;
endmodule 
module mux_4_1 #(parameter bus_size = 32)
	(input [bus_size-1:0] 		a,b,c,d,
		input [1:0] 				select,
		output [bus_size-1:0] out);
	wire [bus_size-1:0] stage_1_1_out;
	wire [bus_size-1:0] stage_1_2_out;
	mux_2_1 #(bus_size) stage_1_1(select[0], a,b,stage_1_1_out);
	mux_2_1 #(bus_size) stage_1_2(select[0], c,d, stage_1_2_out);
	mux_2_1 #(bus_size) stage_2(select[1],stage_1_1_out,stage_1_2_out, out);
endmodule
module mux_8_1 #(parameter bus_size = 32)
	(input [bus_size-1:0] 		a,b,c,d,e,f,g,h,
		input [2:0] 				select,
		output [bus_size-1:0] out);
	wire [bus_size-1:0] stage_1_1_out;
	wire [bus_size-1:0] stage_1_2_out;
	mux_4_1 #(bus_size) stage_1_1(a,b,c,d,select[1:0], stage_1_1_out);
	mux_4_1 #(bus_size) stage_1_2(e,f,g,h,select[1:0], stage_1_2_out);
	mux_2_1 #(bus_size) stage_2(select[2],stage_1_1_out,stage_1_2_out, out);
endmodule
==> flow_summary.ini <==
; implementation run metrics
[worst_hold_path]
hp-class = input pin to output pin

[final_timing]
min_period_ns = 2.06
slew_viol_final = 0
setup_ws_ns = -0.157
fin_crit_sh = 1.08
setup_viol = 32
setup_tns_ns = -2.57
rsz0062_at_grt = true
finalHoldViolCount = 0
tightest_slew_ns = 0.149
clock.fmax_mhz = 486
slew_headroom = 0.900

[floorplan]
initial_core_util = 0.155
rows = 42
die.size.y_um = 137
core_um2 = 13300
die_w_um = 137
chipArea_um2 = 18800
ios = 291

[power]
p_per_area_nw_per_um2 = 223
peakVddDrop_uv = 89.8
total_power_mw = 1.24
p_leak_nw = 2.57

[finish]
seq_area_um2 = 0
syn2layout_area_growth_pct = 168
fin_area_um2 = 5560
clock_buffers = 0
seq_cell_count = 0
lay_top_count = dlygate4sd2_1
drive_above_1_share = 0.399
fillCellCount = 1337
fin_cells = 606
layout_top_cells = 177 x dlygate4sd2_1, 64 x mux4_2, 64 x clkdlybuf4s50_1

[logic_synthesis]
synth_area_um2 = 2070
syn_avg_cell_area_um2 = 18.2
syn_inst = 114
yosys_warnings = 0
seq_area_frac_synth = 0
ys_cells = 114
ys_area_um2 = 2070
synth_cell_types = 7

[global_route]
grt_max_degree = 35
grt_util_all_layers = 0.147
grt_antenna_before_repair = 6
grt_first_pass_wirelength_mm = 20.5
grt_remaining_overflow = 0
grt_pass1_vias = 3174

[placement]
place_congestion = 0.955
port_buffers = 291
dp_cells = 578
dpl_cell_area_um2 = 5260
dp.final_hpwl_mm = 11.5

[routing]
drt-total-wl_mm = 14.4
vias_per_cell = 4.45
drtPass1Iterations = 4
drc = 0
drt_iter0_markers = 106
vias = 2694
wl_per_cell_um = 23.8
final_antenna_net_count = 0

[run]
max_cap_viol_count = 0
warning_count = 34

[worst_setup_path]
crit_fanout = 4
crit_path_end_kind = output pin
start_kind = input pin
critPathKind = input pin to output pin
crit_arrival_ns = 1.68
worst_ep_required_time_ns = 1.52

[clocking]
holdBufCountCts = 0

[run_status]
status = finished, violations left
violations = setup timing
==> per-layer routing <==
layer | vias up | GRT usage | part of all wire
li1 | 1185 | - | -
met1 | 1308 | 0.178 | 0.37
met2 | 193 | 0.248 | 0.50
met3 | 4 | 0.0699 | 0.13
met4 | 4 | 0.00351 | 0.00035
met5 | - | 0 | 0.0018
==> critical path, cell delays in order <==
cell	delay (ns)
buf_16	0.10
buf_16	0.11
buf_8	0.12
buf_6	0.10
mux4_2	0.48
mux2_4	0.28
buf_6	0.11
==> per-stage QoR <==
| stage | worst slack (ns) | utilization | hold WS, ns |
|---|---|---|---|
| after global placement | -0.539 | 0.394 | 1.70 |
| final | -0.157 | 0.416 | 1.27 |
| after floorplan | 0.0698 | - | 1.05 |
| after global routing | -0.206 | 0.416 | 1.30 |
| after detailed placement | -0.553 | 0.394 | 1.69 |
| after CTS | -0.182 | 0.412 | 1.34 |
==> final timing paths <==
| check | startpoint | to | cells after the start |
|---|---|---|---|
| hold / removal | f[21] | out[21] | 4 |
| setup / recovery | select[0] | out[12] | 7 |
==> power by group <==
group	switching [mW]	internal, mW	total (mW)
sequential	0	0	0
combinational	0.312	0.924	1.24
clock	0	0.000000282	0.000000282
==> final cells by class <==
cell class / instances / area [um^2] / share of cell area
diodes: 4 / 10.0 / 0.00180
multi-input cells: 96 / 1920 / 0.346
well taps: 176 / 220 / 0.0396
repair buffers: 330 / 3400 / 0.613
==> Yosys cell counts <==
master,count,area share
buf_1,8,0.014
buf_2,1,0.0024
buf_6,7,0.038
clkbuf_1,2,0.0036
mux2_2,32,0.17
mux4_1,40,0.51
mux4_2,24,0.26
==> cells by family after synthesis <==
| logic type | after synthesis | share of synthesized area |
|---|---|---|
| mux | 96 | 0.941 |
| buf+inv | 18 | 0.0585 |
==> timing repair <==
item / 4_1_cts / 5_1_grt
resized: 407 / 29
buffers inserted: 17 / 3
endpoints found under the setup margin: 32 / 32
pin swaps: 0 / 0
gates cloned: 8 / 1
Power is estimated from default activity; no workload was simulated.
