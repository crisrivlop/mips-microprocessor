$ cat /design/flow/run.sh
#!/bin/bash
# OpenROAD 26Q1-2900-gdf79404cd8, Yosys 0.63+post, stock flow scripts
make -C /OpenROAD-flow-scripts/flow DESIGN_CONFIG=/design/flow/config.mk WORK_HOME=/design/flow/orfs finish
$ cat /design/flow/config.mk
export PLATFORM = sky130hd
export DESIGN_NAME = reg_bank
export DESIGN_NICKNAME = reg_bank
export VERILOG_FILES = /design/flow/design.v
export SDC_FILE = /design/flow/constraint.sdc
export NUM_CORES = 4
export LEC_CHECK = 1
export CORE_UTILIZATION = 30
$ cat /design/flow/constraint.sdc
current_design reg_bank

set clk_period 6.9
set clk_io_pct 0.2

create_clock -name clk0 -period $clk_period [get_ports {clk}]

set non_clock_inputs [all_inputs -no_clocks]
set_input_delay [expr $clk_period * $clk_io_pct] -clock clk0 $non_clock_inputs
set_output_delay [expr $clk_period * $clk_io_pct] -clock clk0 [all_outputs]
$ cat /design/flow/design.v
module reg_bank #(parameter dir = 5, bus = 2**dir) 
	(input [dir-1:0]da,db,addr_write,input [bus-1:0] write_data,input clk,memwrite,memread,
	output reg [bus-1:0] doa,dob);
	reg [bus-1:0] my_memory [0:bus-1];
	integer i;
	initial begin
		for (i = 0; i < bus; i = i + 1) begin
			my_memory[i] = 0;
		end	
	end
	always @(posedge clk) begin
	if (memread == 1'b1) begin
		doa <= my_memory[da];
		dob <= my_memory[db];
	end
	end
	always @(negedge clk) begin
	if (memwrite == 1'b1) begin
		my_memory[addr_write] <= write_data;
	end
	end
endmodule
==> run notes <==
flow finished, numbers: run status finished, final reports clean, post-synthesis sequential area ratio 64.46%, Synth top area share 64.46%, Setup TNS 0 ps, core utilization at floorplan 30.28%, P_sw 5134 uW, share of total power in the clock network 51.5%, part of the power in registers 41.2%, max_slew headroom 45.67%, count of port buffers added during placement 113, clk buf depth 3, number of OpenROAD warnings 1028, Die Area 170600 um2, kind of critical path in -> reg, placed cell count 5676, total power of the final layout 18240 uW, worst slack at placement -7.081 ps, cell taking the most area after synthesis sky130_fd_sc_hd__edfxtp_1, number of standard cells after synthesis 3451, boundary pin count 114, ys cells 3451, gpl congestion 0.9192, number of antenna violations at the first check in global routing 7, post-synthesis instance area 50690 um2, final core utilization 38.04%, worst clock skew 62.15 ps, CTS tree yes, measured slew at the worst slew-check pin 811.2 ps, chip area in the Yosys report 50690 um2, category of the worst setup path launch point input port, clock sink count 1088, combined global-route utilization of all metal layers 19.63%, reported leakage power 0.02707 uW, Critical path origin addr_write[0], Internal Power 13100 uW, combinational share of power 7.3%, post-DP HPWL 97.15 mm, synth unique cells 24, Min-Delay Startpoint memread, per-cell routed wire length 22.90 um, kind of capture point of the worst setup path flip-flop, antenna violation net count after detailed routing 0, overall overflow remaining after global route 0, total detailed-routing wirelength 158.6 mm, clock insertion delay at the later pin of the skew report 780 ps, crit path DAT 3080 ps, Clock Root Buffer sky130_fd_sc_hd__clkbuf_16, Data required, critical path 3840 ps, number of warnings printed during yosys synthesis 1, share of final-layout standard cells stronger than drive strength 1 8.916%, Worst R2R Start my_memory[19][20], Peak VDD IR 0.2227 mV, global-route wire length before repair 230.4 mm, DRC viols 0, final cell count without fillers 6928, pin count of the biggest net entering global routing 75, Via density 5.034, number of buffers created by CTS 121, Top cells by area sky130_fd_sc_hd__edfxtp_1 (64%), sky130_fd_sc_hd__mux2i_1 (20%), sky130_fd_sc_hd__a22oi_1 (2.8%), average size of a mapped cell 14.69 um2, setup repair after global routing missed its margin false, number of synthesized register bits 1088, area growth from synthesis to layout 25.65%, total power per unit cell area 286.3 nW/um2, final max-slew violation count 0, switching share of power 28.15%, post-CTS sizing 0, number of buffers added for setup after CTS 0, endpoints failing setup 0, largest fanout on the critical path 32, first-pass iteration count of the detailed router 5, number of placement rows 150, DRC marker count from the first detailed-route iteration 2143, Std-Cell Core Area 167400 um2, detailed-route via count 34.88k, via count of the first global-routing pass 37.54k, count of final hold-check violations 0, Hold Crit Class in -> reg, clock-pin slew on the worst setup and hold paths 60 ps, Max H-tree Level 3, die outline width 413.0 um, number of maximum-capacitance violations 0, CTS Hold Bufs 0, Setup WS post-layout 769.2 ps, Die Height 413.0 um
==> metal layers <==
layer  global-route usage, %  up-vias  wire [um]
met2                   28.82     1780      74560
met4                   8.500        2       5413
met1                   22.48    16815      57620
met3                   13.12      271      21030
met5                       0        -         13
li1                        -    16010          -
==> sequential cells by signal (all words and copies together) (netlist names) <==
register	count
my_memory	1024
dob	32
doa	32
==> per-stage QoR <==
stage,instance area (um2),hold WS [ps]
after floorplan,50700,1493
after global placement,55360,1899
after detailed placement,55360,1897
after CTS,63680,1084
after global routing,63680,1106
final,63690,1097
==> cell usage in the layout, fill, tap and decap left out, drive strengths merged <==
cell type	n
bufinv	31
nor3	64
buf	164
or3	1
nand2	195
clkdlybuf4s50	110
clkinv	10
edfxtp	1088
diode	2
nor2b	4
clkinvlp	32
a31oi	64
or3b	3
or2	2
inv	1055
nor2	35
a22o	128
a22oi	192
nand2b	4
a21oi	192
and2	2
nand3	194
mux2i	1024
clkbuf	123
nand3b	5
==> power by group through the flow <==
stage	logic (uW)	registers, uW	clock network (uW)
after CTS	1340	7510	9660
after global routing	1420	7500	10400
final	1340	7500	9400
==> worst paths after layout <==
kind | slack [ps] | cells past startpoint | end
max | 770 | 5 | my_memory[20][27]
min | 1100 | 1 | dob[7]
max reg2reg | 1300 | 4 | doa[20]
min reg2reg | 4170 | 4 | doa[27]
==> Yosys cell counts <==
library cell	number
sky130_fd_sc_hd__nor2_1	35
sky130_fd_sc_hd__nor2b_1	4
sky130_fd_sc_hd__nand3_1	194
sky130_fd_sc_hd__buf_1	7
sky130_fd_sc_hd__and2_1	2
sky130_fd_sc_hd__nand2b_1	4
sky130_fd_sc_hd__nand3b_1	5
sky130_fd_sc_hd__a21oi_1	192
sky130_fd_sc_hd__a31oi_1	64
sky130_fd_sc_hd__clkbuf_4	4
sky130_fd_sc_hd__a22oi_1	192
sky130_fd_sc_hd__or3_1	1
sky130_fd_sc_hd__or3b_2	3
sky130_fd_sc_hd__buf_6	37
sky130_fd_sc_hd__nor3_1	64
sky130_fd_sc_hd__nand2_1	195
sky130_fd_sc_hd__inv_1	1
sky130_fd_sc_hd__or2_2	2
sky130_fd_sc_hd__buf_4	52
sky130_fd_sc_hd__a22o_1	128
sky130_fd_sc_hd__mux2i_1	1024
sky130_fd_sc_hd__edfxtp_1	1088
sky130_fd_sc_hd__buf_2	80
sky130_fd_sc_hd__clkbuf_1	73
==> worst max-delay path, stage by stage <==
cell	delay (ps)
sky130_fd_sc_hd__clkdlybuf4s50_1	550
sky130_fd_sc_hd__or3b_2	530
sky130_fd_sc_hd__buf_12	180
sky130_fd_sc_hd__nor2_4	120
sky130_fd_sc_hd__buf_12	280
==> area by class of cell <==
class	instances	area, um2
timing repair buffer	274	3148
multi-input combinational	2109	16780
tap	2204	2758
antenna	2	5.005
fill	15243	103700
sequential	1088	32670
clock inverter	1128	5261
clock buffer	123	3067
==> cell families after synthesis <==
group                  synth area share [%]
AND-OR/OR-AND                         7.741
buffers and inverters                 3.041
flip-flops                            64.46
multiplexers                          20.22
AND/OR/NAND/NOR                       4.537
Power figures rest on the tool's default switching activity, not on a simulated workload.
