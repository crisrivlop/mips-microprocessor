### flow/design.v
module deco_1_2 #(parameter bus_size = 8)(
	input  select,
	input  [bus_size-1:0] in,
	output  [bus_size-1:0] outa,
	output [bus_size-1:0] outb);
	genvar i;
	generate 
	for (i = 0; i < bus_size; i = i+1) begin:forloop
		assign outa[i] = ~select & in[i];
		assign outb[i] =  select & in[i];
	end
	endgenerate
endmodule 
module demux_2_4 #(parameter bus_size = 8)(
	input  [1:0] select,
	input  [bus_size-1:0] in,
	output  [bus_size-1:0] a,b,c,d);
	wire [bus_size-1:0] stage_1_1,stage1_2;
	deco_1_2 #(bus_size) deco_1_1(select[0],stage_1_1,a,b);
	deco_1_2 #(bus_size) deco_1_2(select[0],stage_1_2,c,d);
	deco_1_2 #(bus_size) deco_1(select[1],in,stage_1_1,stage_1_2);		
endmodule 
module demux_3_8 #(parameter bus_size = 8)
	(input  [2:0] select,
		input  [bus_size-1:0] in,
		output  [bus_size-1:0] a,b,c,d,e,f,g,h);
		wire [bus_size-1:0] stage_1_1,stage1_2;
		demux_2_4 #(bus_size) deco_1_1(select[1:0],stage_1_1,a,b,c,d);
		demux_2_4 #(bus_size) deco_1_2(select[1:0],stage_1_2,e,f,g,h);
		deco_1_2 #(bus_size) deco_1(select[2],in,stage_1_1,stage_1_2);		
endmodule 
module demux_4_16 #(parameter bus_size = 8)
	(input  [3:0] select,
		input  [bus_size-1:0] in,
		output  [bus_size-1:0] a,b,c,d, e,f,g,h, i,j,k,l, m,n,o,p);
		wire [bus_size-1:0] stage_1_1,stage1_2;
		demux_3_8 #(bus_size) deco_1_1(select[2:0],stage_1_1,a,b,c,d,e,f,g,h);
		demux_3_8 #(bus_size) deco_1_2(select[2:0],stage_1_2,i,j,k,l, m,n,o,p);
		deco_1_2 #(bus_size) deco_1(select[3],in,stage_1_1,stage_1_2);		
endmodule 
### flow/config.mk
export PLATFORM = sky130hd
export DESIGN_NAME = demux_4_16
export DESIGN_NICKNAME = demux_4_16
export VERILOG_FILES = /design/flow/design.v
export SDC_FILE = /design/flow/constraint.sdc
export NUM_CORES = 4
export LEC_CHECK = 1
export CORE_AREA = 10 10 70 70
export DIE_AREA = 0 0 80 80
### flow/run.sh
#!/bin/bash
# OpenROAD 26Q1-2900-gdf79404cd8, Yosys 0.63+post, stock flow scripts
make -C /OpenROAD-flow-scripts/flow DESIGN_CONFIG=/design/flow/config.mk WORK_HOME=/design/flow/orfs finish
### flow/constraint.sdc
current_design demux_4_16

set clk_period 1.7
set clk_io_pct 0.2

create_clock -name clk0 -period $clk_period

set non_clock_inputs [all_inputs -no_clocks]
set_input_delay [expr $clk_period * $clk_io_pct] -clock clk0 $non_clock_inputs
set_output_delay [expr $clk_period * $clk_io_pct] -clock clk0 [all_outputs]
==> impl_metrics.json <==
{
  "chip_area_mm2": 0.006400,
  "ff_latch_area_um2": 0,
  "nFillCells": 355,
  "synth-seq-area-share": 0,
  "yosys_cells": 143,
  "cp-end-kind": "primary output",
  "io_pins": 140,
  "yosys.area.top_type": "buf_4",
  "grt_max_degree": 8,
  "finalSetupViolCount": 0,
  "yosys_area_mm2": 0.001038,
  "final_antenna_net_count": 0,
  "portBuffers": 42,
  "hold_viol": 0,
  "wl_per_cell_um": 12.10,
  "timing.final.crit_share": 0.9949,
  "yosys_warnings": 9,
  "dpl_worst_slack_ns": -0.6069,
  "synth_area_mm2": 0.001038,
  "first_global_vias": 781,
  "whs_path_depth": 4,
  "finalCriticalPeriod_ns": 1.691,
  "fp.coreArea_mm2": 0.003416,
  "vias": 766,
  "slew_violations": 0,
  "gp_congestion": 0.8068,
  "drc": 0,
  "postCtsHoldBufs": 0,
  "final_cell_mix": "conb_1 (98), dlygate4sd2_1 (16), buf_4 (16)",
  "status": "finished, final reports clean",
  "logic_area_um2": 713.2,
  "floorplan.core_util": 0.3040,
  "num-clock-buffers": 0,
  "powerDensity_mw_per_mm2": 111.8,
  "hp-class": "input port to primary output",
  "drive_above_1_share": 0.2239,
  "area.growth.synth_to_final_pct": 27.95,
  "die_w_um": 80,
  "num_rows": 21,
  "via_per_inst": 3.101,
  "diodes": 0,
  "fp.dieH_um": 80,
  "area_leaders": "buf_4 (72%), nor2_1 (6.1%), and2_1 (6.0%)",
  "setup.worst_path.start_class": "input port",
  "power_leakage_nw": 0.8690,
  "grt_use_total": 0.06973,
  "crit_arrival_ns": 1.35,
  "required_ns": 1.36,
  "final_area_mm2": 0.001329,
  "gr-total-overflow": 0,
  "dr.pass1.iters": 3,
  "postSynthAreaPerCell_um2": 7.262,
  "setup_slack_ns": 0.008589,
  "timing.hold.ws_ns": 1.048,
  "antenna_found_initial": 0,
  "clock.fmax_mhz": 591.2,
  "mostFrequentLayoutCell": "conb_1",
  "wl_um": 2988,
  "synth_cells": 143,
  "cp_max_fo": 4,
  "place_hpwl_um": 2682,
  "placed_area_mm2": 0.001181,
  "drt_iter0_drc": 12,
  "synth_top_area_share": 0.7157,
  "maxCapViolCount": 0,
  "tool_warnings": 33,
  "grt_pass1_wl_um": 3822,
  "seq_cell_count": 0,
  "path_class": "input port to primary output",
  "synth_cell_types": 16,
  "peakVddDrop_v": 0.00003977
}
## through the flow
| step | cells | util | setup TNS [ns] | power, mW |
|---|---|---|---|---|
| 6_report | 247 | 0.3890 | 0 | 0.1485 |
| 5_1_grt | 247 | 0.3890 | -0.1082 | 0.1697 |
| 4_1_cts | 243 | 0.3681 | -0.4672 | 0.1431 |
| 3_5_place_dp | 235 | 0.3458 | -15.26 | 0.1261 |
| 3_3_place_gp | 235 | 0.3458 | -15.02 | 0.1274 |
| 2_1_floorplan | 240 | - | 0 | 0.1961 |
## cell type report
| cell class | count | area share |
|---|---|---|
| multi-input cells | 139 | 0.5367 |
| repair buffers | 62 | 0.4200 |
| well taps | 46 | 0.04331 |
## metal layers
metal  vias to the layer above  global-route usage  part of all wire
met4                         0                   0                 0
met2                        64              0.1372              0.55
met3                         0             0.01364             0.099
li1                        366                   -                 -
met1                       336             0.07844              0.36
met5                         -                   0                 0
## worst paths after layout
check             startpoint    to  slack (ns)
hold / removal     select[3]  n[0]        1.05
setup / recovery   select[0]  d[0]       0.009
## critical path, stage by stage
cell           delay (ns)
buf_6                0.08
buf_6                0.09
buf_4                0.11
nand3b_1             0.12
buf_4                0.16
buf_4                0.13
nor2_1               0.10
dlygate4sd2_1        0.21
## cell usage after synthesis
| cell type | instances |
|---|---|
| nor4_2 | 1 |
| nor4b_2 | 1 |
| buf_4 | 99 |
| or3b_4 | 1 |
| and2_1 | 10 |
| nand2_1 | 1 |
| buf_2 | 1 |
| nand2b_1 | 2 |
| or2_1 | 1 |
| buf_6 | 1 |
| conb_1 | 1 |
| nand3b_1 | 2 |
| nor2_1 | 17 |
| nand3_1 | 1 |
| nor4b_4 | 2 |
| and4b_1 | 2 |
## kinds of logic after synthesis
logic type             after synthesis  synth area share
other                                1          0.003611
and+or+nand+nor                     41            0.2650
buffers and inverters              101            0.7313
## report_power, final
part | leakage, nW | internal, mW | total [mW] | switching [mW]
clock | 0 | 0 | 0 | 0
sequential | 0 | 0 | 0 | 0
combinational | 0.869 | 0.0821 | 0.149 | 0.0665
total | 0.869 | 0.0821 | 0.149 | 0.0665
## what timing repair did
| action | 4_1_cts | 5_1_grt |
|---|---|---|
| gates resized | 69 | 19 |
| setup buffers | 8 | 4 |
| endpoints found under the hold margin | 0 | 0 |
| pin swaps | 14 | 6 |
| endpoints found under the setup margin | 30 | 15 |
No activity file was given, so power comes from the tool's default toggle rates.
